==> flow/design.v <==
module fp16_multiplier (
    input  wire        clk,
    input  wire        reset_b,
    input  wire [15:0] input_a,
    input  wire [15:0] input_b,
    input  wire        clear,
    input  wire        start,
    output wire        valid,
    output wire [15:0] result
);
wire          dff_in;
wire          sign_bit;
wire  [10:0]  mantisa;
wire  [10:0]  mantisa_temp;
wire  [4:0]   exponent;
wire          zcheck;
wire          ovcheck;
wire          elcheck;
wire  [9:0]   mantisa_pre_el;
wire  [9:0]   mantisa_final;
wire  [4:0]   exponent_final;
assign sign_bit       =  input_a[15] ^ input_b[15]; 
assign mantisa        =  input_a[9:0] + input_b[9:0] + 10'b00001_11101;
assign mantisa_temp   =  input_a[9:0] + input_b[9:0];
assign exponent       =  elcheck ? 5'b00000 : (mantisa[10] ? (input_a[14:10] + input_b[14:10] - 5'b01110) : (input_a[14:10] + input_b[14:10] - 5'b01111));
assign elcheck        =  (input_a[14:10] + input_b[14:10]) < 15;
assign zcheck         =  (input_a == 16'b0) | (input_b == 16'b0);
assign ovcheck        =  ((&mantisa_temp[10:6]) & (~(|mantisa[10:6])));
assign mantisa_pre_el =  ovcheck ? (mantisa[9:0] - 10'b00001_11101) : mantisa[9:0];
assign mantisa_final  =  elcheck ? (mantisa_pre_el >> (5'd15-(input_a[14:10] + input_b[14:10]))) : mantisa_pre_el;
assign exponent_final =  ovcheck ? (exponent[4:0] + 5'b00001) : exponent[4:0];
assign result         =  zcheck  ? 16'd0 : {sign_bit, exponent_final[4:0], mantisa_final[9:0]};
assign dff_in         =  start ? 1'b1 : (clear ? 1'b0 : valid);
dff #(
    .FLOP_WIDTH  ( 1       ),
    .RESET_VALUE ( 1'b0    )
) u_valid_reg (
    .clk         ( clk     ),
    .reset_b     ( reset_b ),
    .en          ( 1'b1    ),
    .d           ( dff_in  ),
    .q           ( valid   )
);
endmodule
module dff # (
    parameter FLOP_WIDTH = 1,
    parameter RESET_VALUE = 1'b0
)(
    input  wire                  clk,
    input  wire                  reset_b,
    input  wire                  en,
    input  wire [FLOP_WIDTH-1:0] d,
    output reg  [FLOP_WIDTH-1:0] q
);
    always @(posedge clk or negedge reset_b) begin
        if(~reset_b) begin
            q [FLOP_WIDTH-1:0] <= RESET_VALUE;
        end
        else begin
            q [FLOP_WIDTH-1:0] <= en ? d [FLOP_WIDTH-1:0] : q [FLOP_WIDTH-1:0];
        end
    end
endmodule
==> flow/run.sh <==
#!/bin/bash
# OpenROAD 26Q1-2900-gdf79404cd8, Yosys 0.63+post, stock flow scripts
make -C /OpenROAD-flow-scripts/flow DESIGN_CONFIG=/design/flow/config.mk WORK_HOME=/design/flow/orfs finish
==> flow/config.mk <==
export PLATFORM = sky130hd
export DESIGN_NAME = fp16_multiplier
export DESIGN_NICKNAME = fp16_multiplier
export VERILOG_FILES = /design/flow/design.v
export SDC_FILE = /design/flow/constraint.sdc
export NUM_CORES = 4
export LEC_CHECK = 1
export CORE_AREA = 10 10 109 109
export DIE_AREA = 0 0 119 119
==> flow/constraint.sdc <==
current_design fp16_multiplier

set clk_period 13.0
set clk_io_pct 0.2

create_clock -name clk0 -period $clk_period [get_ports {clk}]

set non_clock_inputs [all_inputs -no_clocks]
set_input_delay [expr $clk_period * $clk_io_pct] -clock clk0 $non_clock_inputs
set_output_delay [expr $clk_period * $clk_io_pct] -clock clk0 [all_outputs]
==> out/results.md <==
| Group | Quantity | Value |
| --- | --- | --- |
| outcome | Outcome | finished clean |
| final timing | Final-report setup violation count | 0 |
| worst setup path | Critical path data required time | 10.40 ns |
| final timing | Clock Skews | 0 ns |
| final timing | Worst Slack Setup Final | 3.260 ns |
| final timing | Final cycle utilization of the critical path | 0.7492 |
| routing | Routed wirelength normalized by instance count | 14.67 um |
| power and ir drop | Switching Fraction | 0.5178 |
| floorplan | DIE AREA | 14160 um^2 |
| worst setup path | Critical path peak fanout | 6 |
| power and ir drop | Sequential group share of total power | 0.015 |
| synthesis | Cell types with the highest counts after synthesis | sky130_fd_sc_hd__nor2_1, sky130_fd_sc_hd__nand2_1, sky130_fd_sc_hd__ha_1, sky130_fd_sc_hd__xnor2_1 |
| routing | Via count normalized by instance count | 5.215 |
| floorplan | Die W | 119 um |
| routing | Wirelength, routed | 7.098 mm |
| clocking | Number of post-CTS setup repair buffers | 0 |
| power and ir drop | Tot Pwr | 237.1 uW |
| clocking | Clock latency at the later pin of the worst-skew pair | 0 ns |
| final layout | Most flop-heavy register | u_valid_reg.q |
| synthesis | Main synth FF type | sky130_fd_sc_hd__dfrtp_1 |
| final timing | Clock period minus worst slack | 9.740 ns |
| synthesis | Share of synthesized area occupied by flip-flops and latches | 0.01153 |
| synthesis | Yosys warning total | 1 |
| final timing | Slew headroom | 0.5334 |
| worst setup path | Start of the worst register-to-register path | u_valid_reg.q |
| final timing | RSZ-0062 raised after global routing | false |
| placement | Inst Count DP | 484 |
| power and ir drop | Internal power | 114.3 uW |
| routing | Number of diodes | 0 |
| floorplan | # rows | 36 |
| global routing | Number of antenna violations at the first check in global routing | 0 |
| synthesis | Number of distinct library cells after synthesis | 73 |
| synthesis | Synthesized area | 2170 um^2 |
| synthesis | Flops out of synthesis | 1 |
| worst setup path | CP startpoint kind | input port |
| min path | Hold Crit Start | u_valid_reg.q |
| global routing | GRT Util Overall | 0.09722 |
| worst setup path | Beginning of the critical path | input_a[0] |
| min path | Class of the tightest hold or removal check | register to register |
| final layout | Layout overhead on the synthesized area | 29.87% |
| worst setup path | Critical setup path kind | input port to output pin |
| synthesis | Summed standard-cell area reported by yosys | 2170 um^2 |
| routing | Initial DRT Pass Iterations | 4 |
| floorplan | Overall die height | 119 um |
| flow run | Max-cap viol count | 0 |
| clocking | Clock transition at the register clock pins on the worst setup and hold paths after CTS | 0 ns |
| power and ir drop | Gate power share | 0.985 |
| routing | Routed via count | 2524 |
| final layout | Max reg flops | 1 |
| power and ir drop | Net Sw Power | 122.8 uW |
| floorplan | Core footprint | 9639 um^2 |
| synthesis | Yosys top cell area share | 0.1153 |
| global routing | Number of global-route vias before repair | 2480 |
| clocking | Cts repair resizes | 0 |
| global routing | Leftover overflow at the end of global routing | 0 |
| placement | Placer's final routability congestion estimate | 0.9506 |
| synthesis | Cell total in the yosys stat output | 310 |
| worst setup path | Worst setup slack for register-to-register paths | 12.36 ns |
| routing | Antenna-violating nets left | 0 |
| worst setup path | Arrival time of data at the critical path endpoint | 7.14 ns |
| final timing | Fin Hold WS | 0.4692 ns |
| synthesis | Largest area contributor in the netlist | sky130_fd_sc_hd__ha_1 |
| power and ir drop | Clock network power share | 0 |
| routing | Violation count after the first detailed-routing iteration | 113 |
| synthesis | Library cell with the highest instance count after synthesis | sky130_fd_sc_hd__nor2_1 |
| flow run | Number of warning messages in the logs | 29 |
| worst setup path | Nature of the critical path endpoint | output pin |
| synthesis | Mean instance size in the synthesized netlist | 6.999 um^2 |
| final layout | Final standard cell count with taps included and fillers excluded | 484 |
| final timing | Peak clock frequency supported by timing | 0.1027 GHz |
| power and ir drop | Worst IR Drop VDD | 0.00002454 V |
| final timing | Endpoints failing hold | 0 |
| global routing | Pin count of the biggest net entering global routing | 19 |
| final timing | Slew at the pin closest to its max-slew limit | 0.6942 ns |
| final timing | Aggregate negative setup slack | 0 ns |
| routing | Number of remaining DRC errors | 0 |
| clocking | CTS Hold Bufs | 0 |
| synthesis | Async set or reset register ratio after synthesis | 1.000 |
| placement | Number of input and output port buffers inserted | 52 |
| floorplan | Pre-Place Util | 0.2251 |
| final timing | Max Transition Viols Final | 0 |
| synthesis | Biggest area cells | sky130_fd_sc_hd__ha_1, sky130_fd_sc_hd__xnor2_1, sky130_fd_sc_hd__nor2_1, sky130_fd_sc_hd__nand2_1, sky130_fd_sc_hd__nor4_1 |
| global routing | First-pass GRT wire length | 12.10 mm |
| final layout | Share of cells above drive strength 1 | 0.05128 |
| placement | Half-perimeter wire length after placement | 5.960 mm |
| final layout | Biggest registers after layout | u_valid_reg.q (1) |
| placement | Post-Place Setup Slack | 3.251 ns |
| power and ir drop | Leakage component of the power | 0.001035 uW |
| synthesis | Number of flops mapped to enable cells by yosys | 0 |
| power and ir drop | Power density normalized to cell area | 84.13 nW/um^2 |
| synthesis | Cell count after synthesis | 310 |
| floorplan | # IOs | 53 |
==> worst max-delay path, stage by stage <==
cell                              delay [ns]
sky130_fd_sc_hd__clkdlybuf4s50_1        0.43
sky130_fd_sc_hd__ha_1                   0.25
sky130_fd_sc_hd__fa_1                   0.44
sky130_fd_sc_hd__a211oi_2               0.39
sky130_fd_sc_hd__o21ba_2                0.24
sky130_fd_sc_hd__o22ai_1                0.12
sky130_fd_sc_hd__nor4_2                 0.63
sky130_fd_sc_hd__a311oi_4               0.10
sky130_fd_sc_hd__xnor2_2                0.35
sky130_fd_sc_hd__xnor2_1                0.16
sky130_fd_sc_hd__nand2_1                0.12
sky130_fd_sc_hd__inv_1                  0.08
sky130_fd_sc_hd__ha_1                   0.13
sky130_fd_sc_hd__nand2_1                0.09
sky130_fd_sc_hd__o41a_1                 0.33
sky130_fd_sc_hd__nor3_1                 0.18
sky130_fd_sc_hd__clkdlybuf4s50_1        0.49
==> power groups by stage <==
| stage | registers [uW] | logic (uW) | clock network [uW] |
|---|---|---|---|
| finish | 3.48 | 234 | 0 |
| global route | 3.50 | 261 | 0 |
| CTS | 3.49 | 233 | 0 |
==> routing by layer <==
| metal | share of wire | global-route usage |
|---|---|---|
| met5 | 0 | 0 |
| met4 | 0.0079 | 0.006870 |
| met3 | 0.056 | 0.01391 |
| met2 | 0.45 | 0.1618 |
| met1 | 0.48 | 0.1357 |
==> kinds of logic (layout without fill, tap and decap cells) <==
kind of cell / Yosys count / count (layout) / share of synthesized area
buffers and inverters: 21 / 62 / 0.03691
DFF: 1 / 1 / 0.01153
and+or+nand+nor: 129 / 129 / 0.2958
xor gates and xnor gates: 26 / 26 / 0.1119
adders and majority gates: 22 / 22 / 0.1338
muxes: 9 / 9 / 0.04325
AOI/OAI and AO/OA: 102 / 102 / 0.3668
==> area by class of cell <==
cell class              count  area (um^2)
repair buffers             53        528.0
well taps                 133        166.4
flip-flops and latches      1        25.02
inverters                   9        33.78
multi-input cells         288         2064
fillers                  1049         6822
==> worst paths after layout <==
check	to	depth (start not counted)
max	result[14]	17
min reg2reg	u_valid_reg.q	1
max reg2reg	u_valid_reg.q	1
min	u_valid_reg.q	1
min in group asynchronous	u_valid_reg.q	1
max in group asynchronous	u_valid_reg.q	1
==> per-stage QoR <==
step | utilization | area, um^2
finish | 0.2923 | 2818
global route | 0.2923 | 2818
CTS | 0.2923 | 2818
detailed placement | 0.2923 | 2818
global placement | 0.2923 | 2818
floorplan | - | 2170
==> cells in the final DEF, fill, tap and decap left out, drive strengths merged, types with 3 or more instances in the layout <==
cell,instances
xnor2,20
xor2,6
nor4,13
a221oi,5
inv,7
clkdlybuf4s50,52
nor3,14
ha,20
and2,8
o211a,3
a211oi,8
nand2,27
a21o,8
mux2i,6
nand3,9
o21bai,7
o21ai,16
a21oi,14
o31ai,5
nand4,4
a31oi,4
or3,4
mux2,3
nor2,37
Power figures rest on the tool's default switching activity, not on a simulated workload.
