==> flow/config.mk <==
export PLATFORM = sky130hd
export DESIGN_NAME = fp32_multiplier
export DESIGN_NICKNAME = fp32_multiplier
export VERILOG_FILES = /design/flow/design.v
export SDC_FILE = /design/flow/constraint.sdc
export NUM_CORES = 4
export LEC_CHECK = 1
export CORE_AREA = 10 10 107 107
export DIE_AREA = 0 0 117 117
==> flow/constraint.sdc <==
current_design fp32_multiplier

set clk_period 15.5
set clk_io_pct 0.2

create_clock -name clk0 -period $clk_period [get_ports {clk}]

set non_clock_inputs [all_inputs -no_clocks]
set_input_delay [expr $clk_period * $clk_io_pct] -clock clk0 $non_clock_inputs
set_output_delay [expr $clk_period * $clk_io_pct] -clock clk0 [all_outputs]
==> flow/design.v <==
module fp32_multiplier (
    input  wire        clk,
    input  wire        reset_b,
    input  wire [31:0] input_a,
    input  wire [31:0] input_b,
    input  wire        clear,
    input  wire        start,
    output wire        valid,
    output wire [31:0] result
);
wire          dff_in;
wire          sign_bit;
wire  [23:0]  mantisa;
wire  [23:0]  mantisa_temp;
wire  [7:0]   exponent;
wire          zcheck;
wire          ovcheck;
wire          elcheck;
wire  [22:0]  mantisa_pre_el;
wire  [22:0]  mantisa_final;
wire  [7:0]   exponent_final;
assign sign_bit       =  input_a[31] ^ input_b[31]; 
assign mantisa        =  input_a[22:0] + input_b[22:0] + 23'b000_00000_00000_00001_11101;
assign exponent       =  mantisa[23] ? (input_a[30:23] + input_b[30:23] - 8'b0111_1110) : (input_a[30:23] + input_b[30:23] - 8'b0111_1111);
assign zcheck         =  (input_a == 32'b0) | (input_b == 32'b0); 
assign result         =  zcheck  ? 32'd0 : {sign_bit, exponent[7:0], mantisa[22:0]};
assign dff_in         =  start ? 1'b1 : (clear ? 1'b0 : valid);
dff #(
    .FLOP_WIDTH  ( 1       ),
    .RESET_VALUE ( 1'b0    )
) u_valid_reg (
    .clk         ( clk     ),
    .reset_b     ( reset_b ),
    .en          ( 1'b1    ),
    .d           ( dff_in  ),
    .q           ( valid   )
);
endmodule
module dff # (
    parameter FLOP_WIDTH = 1,
    parameter RESET_VALUE = 1'b0
)(
    input  wire                  clk,
    input  wire                  reset_b,
    input  wire                  en,
    input  wire [FLOP_WIDTH-1:0] d,
    output reg  [FLOP_WIDTH-1:0] q
);
    always @(posedge clk or negedge reset_b) begin
        if(~reset_b) begin
            q [FLOP_WIDTH-1:0] <= RESET_VALUE;
        end
        else begin
            q [FLOP_WIDTH-1:0] <= en ? d [FLOP_WIDTH-1:0] : q [FLOP_WIDTH-1:0];
        end
    end
endmodule
==> flow/run.sh <==
#!/bin/bash
# OpenROAD 26Q1-2900-gdf79404cd8, Yosys 0.63+post, stock flow scripts
make -C /OpenROAD-flow-scripts/flow DESIGN_CONFIG=/design/flow/config.mk WORK_HOME=/design/flow/orfs finish
==> flow_summary_export.csv <==
group,metric,value,unit
floorplan,ios,101,
worst_setup_path,worstSetupEndpointType,"output port",
detailed_routing,drc,0,
worst_setup_path,worstReg2RegEnd,"u_valid_reg.q$_DFFE_PN0P_",
worst_setup_path,path_buffers,2,
worst_setup_path,cp_cell_sequence,"clkdlybuf4s50_1 -> ha_1 -> ha_1 -> fa_1 -> a211oi_2 -> o211ai_2 -> a211oi_4 -> a21o_2 -> a21boi_2 -> or3b_1 -> a21oi_1 -> clkdlybuf4s50_1",
hold_path,hold_depth,1,
synth,ys_cells,332,
worst_setup_path,r2r_cells,1,
synth,ys.flops,1,
power,p_leak,1.55,nW
place,gp_congestion,0.929,
power,netSwitchingPower,0.0791,mW
floorplan,dieArea,0.0137,mm^2
power,p_per_area,51.5,mW/mm^2
floorplan,dieWidth,117,um
flow_run,cap_viol_max_count,0,
clock_tree,ctsResizeCount,0,
floorplan,dieHeight,117,um
sta,finalMaxSlewViolations,0,
synth,yosys.stat.seqShare,1.01,%
place,dp_hpwl,7.48,mm
worst_setup_path,crit_cells,12,
power,ir_drop,0.0247,mV
synth,ys_types,62,
power,p_seq_share,1.6,%
place,io_buffer_count,100,
floorplan,placeableCoreArea,0.00920,mm^2
sta,whs,469,ps
power,p_comb_share,98.4,%
synth,syn_inst,332,
synth,flop_cell,"dfrtp_1",
synth,postSynth.asyncResetShare,100,%
sta,min_period_over_period,63.2,%
sta,setup_viol_count_final,0,
clock_tree,ctsHoldBuffers,0,
layout,largest_register_ffs,1,
layout,drive_gt1_share,4.69,%
worst_setup_path,critPathTopFamily,"AND-OR/OR-AND gates",
worst_setup_path,worstSetupPathType,"in2out",
global_routing,antenna_found_initial,0,
sta,fmax,102,MHz
detailed_routing,insertedDiodeCount,0,
worst_setup_path,critPathMaxFanout,6,
worst_setup_path,required,12400,ps
floorplan,row_count,35,
sta,rsz0062_at_grt,"false",
worst_setup_path,setup.worst_path.end,"result[25]",
synth,netlist_area,0.00247,mm^2
power,switching_share,42.8,%
detailed_routing,firstDrtPassIters,4,
sta,worst_slack,5700,ps
synth,synth_chip_area,0.00247,mm^2
synth,enable_flop_cells,0,
worst_setup_path,timing.rr.start,"u_valid_reg.q$_DFFE_PN0P_",
power,p_int,0.106,mW
synth,yosys_warnings,1,
detailed_routing,ant_nets,0,
worst_setup_path,critPathLaunchType,"primary input",
detailed_routing,wl_per_cell,15.8,um
hold_path,hold_path_class,"reg2reg",
layout,regMostFlops,"u_valid_reg.q",
detailed_routing,drtIter0Drc,105,
run_status,status,"finished, final reports clean",
sta,worst_slew_pin_slew,546,ps
clock_tree,postCtsSetupRepairBufs,0,
worst_setup_path,critPathMaxStageDelay,490,ps
clock_tree,clock_latency,0,ps
sta,tns,0,ps
worst_setup_path,ff2ff_setup_slack,14860,ps
global_routing,grt_pass1_vias,2847,
detailed_routing,routed_via_density,5.25,
sta,slew_headroom,63.3,%
layout,top_regs,"u_valid_reg.q (1)",
global_routing,grt_max_degree,35,
floorplan,floorplan.core_util,26.8,%
clock_tree,clkTransAtPathRegs,0,ps
sta,fin_crit,9800,ps
detailed_routing,routed_wl,8.46,mm
layout,area_delta_synth_final,45.4,%
global_routing,grt_pass1_wl,13.8,mm
detailed_routing,vias,2818,
power,clockPowerShare,0,%
flow_run,warnings,28,
layout,nFillCells,955,
worst_setup_path,slowest_stage,"clkdlybuf4s50_1",
worst_setup_path,cp.arrival,6700,ps
global_routing,gr-total-overflow,0,
place,place_ws,5710,ps
global_routing,grtUsageTotal,12.2,%
worst_setup_path,crit_start,"input_a[1]",
sta,finalClockSkew,0,ps
sta,hold_viol_final,0,
synth,syn_avg_cell_area,7.44,um^2
how the worst min path moves through the flow:
| stage | from | endpoint | slack, ps |
|---|---|---|---|
| finish | u_valid_reg.q$_DFFE_PN0P_ | u_valid_reg.q$_DFFE_PN0P_ | 470 |
| global route | u_valid_reg.q$_DFFE_PN0P_ | u_valid_reg.q$_DFFE_PN0P_ | 500 |
| CTS | u_valid_reg.q$_DFFE_PN0P_ | u_valid_reg.q$_DFFE_PN0P_ | 470 |
cell families after synthesis:
family / Yosys count / share of synthesized area [%]
AND-OR/OR-AND: 105 / 31.3
buffers and inverters: 36 / 5.78
AND/OR/NAND/NOR: 110 / 24.4
multiplexers: 1 / 0.405
XOR/XNOR: 23 / 8.16
flip-flops: 1 / 1.01
adder cells (fa/ha/maj): 56 / 29.0
cells in the final DEF (no fill, tap or decap), drive strengths merged, types with 9 or more instances in the layout:
cell type	count
clkdlybuf4s50	100
nand2	14
xor2	9
nor2	23
ha	54
nor4	16
a21oi	30
nor3	9
o21ai	14
inv	29
a21o	19
xnor2	14
nand3	11
power by group through the flow:
stage | Clock (mW) | Sequential (mW) | Combinational [mW]
CTS | 0 | 0.00292 | 0.185
finish | 0 | 0.00291 | 0.182
global route | 0 | 0.00294 | 0.204
metal layers:
layer	track usage (%)	vias to the layer above	share of wire [%]
met5	0	-	0
met4	0.329	0	0.27
met3	3.92	2	10
met2	19.4	104	43
met1	16.7	1263	46
li1	-	1449	-
cells in the mapped netlist, types with 3 or more instances:
library cell  count  area share (%)
a21oi_1          29             5.9
o21bai_1          4             1.2
o21ai_0          11             2.2
and3_1            3            0.76
o31ai_1           3            0.91
nor2_1           23             3.5
buf_2             3            0.61
ha_1             54              27
nor3b_1           5             1.5
inv_1            29             4.4
nand3_1          11             2.2
a21o_1           17             5.2
nand2_1          14             2.1
xor2_1            9             3.2
or2_2             3            0.76
a21boi_0          3            0.91
nand2b_1          4             1.0
nor3_1            8             1.6
xnor2_1          14             5.0
nand4_1           7             1.8
o211ai_1          5             1.5
nor4_1           16             4.1
and2_1            5             1.3
cell type report:
cell class	instances	area, um^2	area share, %
Inverter	29	109	3.03
Multi-Input combinational cell	295	2310	64.3
Sequential cell	1	25.0	0.697
Timing Repair Buffer	101	1010	28.1
Tap cell	111	139	3.87
stage by stage:
step | area (um^2) | power [mW] | instances | utilization (%)
6_report | 3590 | 0.185 | 537 | 39.0
3_5_place_dp | 3590 | 0.185 | 537 | 39.0
5_1_grt | 3590 | 0.207 | 537 | 39.0
4_1_cts | 3590 | 0.188 | 537 | 39.0
3_3_place_gp | 3590 | 0.187 | 537 | 39.0
2_1_floorplan | 2470 | 0.0969 | 332 | -
No activity file was given, so power comes from the tool's default toggle rates.
