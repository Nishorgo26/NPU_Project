==> /design/flow/design.v <==
module npu_fsm #(
    parameter NPU_DATA_WIDTH = 16
) (
    input   wire                clk,
    input   wire                reset_b,
    input   wire [1:0]          mode,
    input   wire                inner_cycle_match,
    input   wire                outer_cycle_match,
    input   wire                calulcator_valid,
    input   wire                activion_valid,
    input   wire                all_transmitted,
    input   wire                last_layer,
    input   wire                spi_16_bit_transmitted,
    output  wire                add_activation,
    output  wire                initialization,
    output  wire                load,
    output  wire                start,
    output  reg [1:0]           layer_postion,
    output  wire                layer_shift,
    output  wire                inner_preload,
    output  wire                outter_clear,
    output  wire                first_preload,
    output  wire                start_transmission,
    output wire                 preload_read_fr_spi,
    output wire                 count_en_spi_read  
);
    localparam STATE_WIDTH = 4 ;
    reg [STATE_WIDTH - 1 : 0 ] nstate  ;
    wire [STATE_WIDTH - 1 : 0 ] pstate ;
    localparam [STATE_WIDTH - 1 : 0] IDLE           = 0; 
    localparam [STATE_WIDTH - 1 : 0] INIT           = 1; 
    localparam [STATE_WIDTH - 1 : 0] START          = 2;
    localparam [STATE_WIDTH - 1 : 0] WAITING_MULTI  = 3;
    localparam [STATE_WIDTH - 1 : 0] ADD_ACTIVATION = 5;
    localparam [STATE_WIDTH - 1 : 0] WAIT_ACTIV     = 6;
    localparam [STATE_WIDTH - 1 : 0] LAYER_SHIFT    = 7;
    localparam [STATE_WIDTH - 1 : 0] TRANSMISSION   = 8; 
    localparam [STATE_WIDTH - 1 : 0] WAITING_TRANS  = 9; 
    assign add_activation      = pstate == ADD_ACTIVATION ;
    assign first_preload       = (layer_postion == 2'b00 & initialization) ;
    assign initialization      = pstate == INIT;
    assign load                = calulcator_valid;
    assign start               = pstate == START;
    assign layer_shift         = pstate == LAYER_SHIFT;
    assign inner_preload       = first_preload | activion_valid | initialization;
    assign outter_clear        = initialization;
    assign start_transmission  = pstate == TRANSMISSION;
    assign preload_read_fr_spi = activion_valid & outer_cycle_match & last_layer;
    assign count_en_spi_read   = pstate == WAITING_TRANS & spi_16_bit_transmitted ;
    always @(*) begin
        case (pstate)
       IDLE             : nstate = &mode ? INIT : IDLE ;
       INIT             : nstate = START;
       START            : nstate = WAITING_MULTI ;
       WAITING_MULTI    : nstate = calulcator_valid ? inner_cycle_match ? ADD_ACTIVATION 
                                                                              : START
                                                          : WAITING_MULTI ;
       ADD_ACTIVATION   : nstate = WAIT_ACTIV ;
       WAIT_ACTIV       : nstate = activion_valid ? outer_cycle_match ? last_layer ? TRANSMISSION 
                                                                                            : LAYER_SHIFT
                                                                            : START 
                                                        : WAIT_ACTIV ; 
       LAYER_SHIFT      : nstate = INIT ;
       TRANSMISSION     : nstate = WAITING_TRANS ;
       WAITING_TRANS    : nstate = spi_16_bit_transmitted ? all_transmitted ? IDLE : TRANSMISSION : WAITING_TRANS ;
            default           : nstate = 'bx;
        endcase
    end
    always @(posedge clk or negedge reset_b) begin
        if (~reset_b) begin
           layer_postion <= 2'b00;
        end
        else begin
            layer_postion[0] <= activion_valid & outer_cycle_match & ~last_layer ? ~layer_postion[0] : layer_postion[0] ;
            layer_postion[1] <= activion_valid & outer_cycle_match & ~last_layer ? 1'b1 : layer_postion[1] ;
        end 
    end
    dff # (
        .FLOP_WIDTH  ( STATE_WIDTH ),
        .RESET_VALUE ( IDLE )
    ) u_psr (
        .clk        ( clk     ),
        .reset_b    ( reset_b ),
        .en         ( 1'b1    ),
        .d          ( nstate  ),
        .q          ( pstate  )
    );
endmodule 
module dff # (
    parameter FLOP_WIDTH = 1,
    parameter RESET_VALUE = 1'b0
)(
    input  wire                  clk,
    input  wire                  reset_b,
    input  wire                  en,
    input  wire [FLOP_WIDTH-1:0] d,
    output reg  [FLOP_WIDTH-1:0] q
);
    always @(posedge clk or negedge reset_b) begin
        if(~reset_b) begin
            q [FLOP_WIDTH-1:0] <= RESET_VALUE;
        end
        else begin
            q [FLOP_WIDTH-1:0] <= en ? d [FLOP_WIDTH-1:0] : q [FLOP_WIDTH-1:0];
        end
    end
endmodule
==> /design/flow/run.sh <==
#!/bin/bash
# OpenROAD 26Q1-2900-gdf79404cd8, Yosys 0.63+post, stock flow scripts
make -C /OpenROAD-flow-scripts/flow DESIGN_CONFIG=/design/flow/config.mk WORK_HOME=/design/flow/orfs finish
==> /design/flow/config.mk <==
export PLATFORM = sky130hd
export DESIGN_NAME = npu_fsm
export DESIGN_NICKNAME = npu_fsm
export VERILOG_FILES = /design/flow/design.v
export SDC_FILE = /design/flow/constraint.sdc
export NUM_CORES = 4
export LEC_CHECK = 1
export CORE_AREA = 10 10 70 70
export DIE_AREA = 0 0 80 80
==> /design/flow/constraint.sdc <==
current_design npu_fsm

set clk_period 1.0
set clk_io_pct 0.2

create_clock -name clk0 -period $clk_period [get_ports {clk}]

set non_clock_inputs [all_inputs -no_clocks]
set_input_delay [expr $clk_period * $clk_io_pct] -clock clk0 $non_clock_inputs
set_output_delay [expr $clk_period * $clk_io_pct] -clock clk0 [all_outputs]
==> flow_metrics.rpt <==
FLOW METRICS REPORT
----------------------------------------------------
[Run status]
  Failing checks ........................ setup timing
  Outcome ........................ complete, but fails checks

[Synth]
  Fraction of synthesis flops using an asynchronous set or reset pin ........................ 1.00
  Number of enable flip-flop cells ........................ 0
  Sequential area share after synthesis ........................ 0.623
  Number of cell instances after yosys synthesis ........................ 37
  Unique masters post-synth ........................ 17
  Top cells by area ........................ sky130_fd_sc_hd__dfrtp_1, sky130_fd_sc_hd__dfstp_2, sky130_fd_sc_hd__a21o_1
  Average size of a mapped cell ........................ 12.0 um^2
  Synthesized netlist cell count ........................ 37
  Synth top cells by count ........................ sky130_fd_sc_hd__dfrtp_1, sky130_fd_sc_hd__inv_1, sky130_fd_sc_hd__a21o_1
  Most popular library cell in the synthesized design by count ........................ sky130_fd_sc_hd__dfrtp_1
  Max-area cell share ........................ 0.563
  Synth warnings ........................ 2
  Dominant cell type by area after synthesis ........................ sky130_fd_sc_hd__dfrtp_1
  Ys flops ........................ 11
  Cell Area, Synth ........................ 444 um^2
  Chip area line of the yosys report ........................ 444 um^2
  Commonest register cell after synthesis ........................ sky130_fd_sc_hd__dfrtp_1

[Floorplan]
  Row count ........................ 21
  Init Core Util ........................ 0.130
  I/O pins ........................ 24
  Overall die area ........................ 6400 um^2
  Vert. Die Dim ........................ 80 um
  Floorplan core area ........................ 3420 um^2
  Die width ........................ 80 um

[GRT]
  Antenna violations before repair ........................ 0
  First-pass GRT wire length ........................ 2080 um
  GRT Overall Usage ........................ 0.0423
  Pin count of the biggest net entering global routing ........................ 9
  Via count of the first global-routing pass ........................ 451
  Total grt overflow ........................ 0

[Power and ir drop]
  Power share of the clock group ........................ 0.246
  Areal power density over the cells ........................ 1380 nW/um^2
  Leakage component of the power ........................ 0.475 nW
  Switching power ........................ 0.000293 W
  Worst voltage drop across the vdd grid ........................ 0.688 mV
  Sequential fraction of design power ........................ 0.444
  Fraction of power spent switching nets ........................ 0.242
  Total Power ........................ 0.00121 W
  Combinational cell fraction of total power ........................ 0.311
  Cell internal pwr ........................ 0.000918 W

[Route]
  Wire length per cell after detailed routing ........................ 10.4 um
  Total detailed-routing wirelength ........................ 1320 um
  DRC ........................ 0
  Diodes inserted ........................ 0
  Tally of nets with antenna violations remaining after routing ........................ 0
  DR iter-0 viols ........................ 20
  Vias/cell ........................ 3.30
  Iteration count of the initial detailed-routing pass ........................ 4
  Overall via count from detail_route ........................ 419

[Setup path]
  Arrival @ worst endpoint ........................ 1.04 ns
  Register-to-register setup slack ........................ 0.03 ns
  Type of the worst setup path ........................ flip-flop to output port
  Required time of the critical path ........................ 0.80 ns
  Endpoint type of the worst setup path ........................ output port
  Startpoint type of the worst setup path ........................ flip-flop
  Biggest fanout along the worst timing path ........................ 2

[CTS]
  Number of clock sinks seen by CTS ........................ 11
  Clock root cell ........................ sky130_fd_sc_hd__clkbuf_4
  Clock Pin Slew Worst Setup and Hold Paths ........................ 0.06 ns
  H-tree lvl count ........................ 1
  Insertion delay of the later-clocked pin in the worst-skew pair ........................ 0.27 ns
  Clock tree from TritonCTS ........................ done
  Cts-stage hold buffer count ........................ 0
  Clock buffers created by TritonCTS ........................ 3
  CTS max path bufs ........................ 2

[Job]
  Total number of warnings across the stage logs ........................ 27
  Max Cap Viol ........................ 0

[Place]
  Final weighted congestion in routability-driven placement ........................ 0.752
  Count of buffers from port buffering ........................ 23
  Post-detailed-placement half-perimeter wirelength ........................ 1060 um

[Layout]
  Filler instances ........................ 383
  Area growth, synth to finish ........................ 96.9%
  Utilization after layout ........................ 0.256
  Proportion of layout cells with a drive suffix above 1 ........................ 0.519

[Final timing]
  Worst slew margin relative to its limit ........................ 0.857
  Post-route setup slack ........................ -0.239 ns
  Worst slew pin tran ........................ 0.211 ns
  Final tally of hold violations ........................ 0
  Final Slew Violations ........................ 0
  Time the worst path needs with I/O delays and setup ........................ 1.24 ns
  Post-Route Skew ........................ 0.0100 ns
  Setup repair after global routing missed its margin ........................ true
  Final setup violating endpoints ........................ 7
  Fmax ........................ 0.807 GHz
  Period Utilization, post-route ........................ 1.24

[Worst hold path]
  Type of the tightest min-delay check ........................ input port to asynchronous set/reset pin

----------------------------------------------------
==> power by group through the flow <==
stage	Combinational [W]	Clock, W	Sequential [W]
final	0.000376	0.000297	0.000537
after global routing	0.000415	0.000335	0.000548
after CTS	0.000354	0.000304	0.000536
==> what timing repair did <==
action | in CTS | in global routing
setup buffers | 9 | 2
setup endpoints to repair | 13 | 14
hold endpoints to repair | 0 | 0
resized | 52 | 2
pin swaps | 4 | 1
==> state kept, by name, summed over array words and instances (netlist names) <==
signal and cells:
u_psr.q 9, layer_postion 2
==> critical path, stage by stage, from the launching register on <==
cell                      delay, ns
sky130_fd_sc_hd__dfrtp_1       0.38
sky130_fd_sc_hd__buf_6         0.12
sky130_fd_sc_hd__inv_4         0.05
sky130_fd_sc_hd__buf_6         0.09
sky130_fd_sc_hd__nand2_2       0.03
sky130_fd_sc_hd__buf_2         0.10
==> cells in the final DEF, fill, tap and decap left out, types with 2 or more instances in the layout <==
cell type	synthesis	final
sky130_fd_sc_hd__dfrtp_1	10	10
sky130_fd_sc_hd__buf_4	2	14
sky130_fd_sc_hd__clkdlybuf4s50_1	0	6
sky130_fd_sc_hd__nand3b_1	2	2
sky130_fd_sc_hd__dlygate4sd2_1	0	5
sky130_fd_sc_hd__buf_2	0	9
sky130_fd_sc_hd__inv_1	6	5
sky130_fd_sc_hd__a21o_1	3	3
sky130_fd_sc_hd__a22o_1	2	2
sky130_fd_sc_hd__buf_6	0	7
sky130_fd_sc_hd__clkbuf_4	0	3
==> cell families (layout without fill, tap and decap cells) <==
logic type	count (synthesis)	after routing	share of synthesized area
xor gates and xnor gates	1	1	0.0197
DFF	11	11	0.623
buffers and inverters	8	52	0.0845
AOI/OAI and AO/OA	7	7	0.130
and+or+nand+nor	10	10	0.144
==> through the flow <==
stage | cells | TNS [ns] | area [um^2] | hold slack, ns | setup WS (ns)
3_5_place_dp | 114 | -4.05 | 792 | 0.409 | -0.581
5_1_grt | 127 | -1.69 | 875 | 0.124 | -0.329
6_report | 127 | -1.17 | 875 | 0.133 | -0.239
4_1_cts | 126 | -1.25 | 857 | 0.125 | -0.253
3_3_place_gp | 114 | -3.85 | 792 | 0.410 | -0.568
2_1_floorplan | 37 | 0 | 444 | -0.0956 | 0.209
==> area by class of cell <==
class,instances,area (um^2),share of cell area
flip-flops and latches,11,277,0.316
inverters,6,25.0,0.0286
multi-input cells,18,145,0.166
well taps,46,57.6,0.0658
repair buffers,42,343,0.392
clock buffers,3,22.5,0.0258
clock inverters,1,5.00,0.00572
==> path summary, 6_finish.rpt <==
check / start / end / depth (start not counted)
worst min register to register: u_psr.q[2] / u_psr.q[7] / 1
min in group clk0: spi_16_bit_transmitted / u_psr.q[5] / 3
worst min-delay path: reset_b / u_psr.q[5] / 1
max in group asynchronous: reset_b / u_psr.q[4] / 2
worst max register to register: layer_postion[0] / layer_postion[0] / 4
worst max-delay path: u_psr.q[4] / inner_preload / 5
==> layer usage <==
layer | vias to the layer above | routed length (um) | part of all wire | global-route usage
met4 | 0 | 0 | 0 | 0.00176
met1 | 188 | 636 | 0.48 | 0.0526
met5 | - | 0 | 0 | 0
li1 | 211 | - | - | -
met3 | 0 | 192 | 0.15 | 0.0330
met2 | 20 | 487 | 0.37 | 0.0594
Power is estimated from default activity; no workload was simulated.
